File: flow/design.v
module PortMux (O,Op,
r0,r1,r2,r3,r4,r5,r6,r7,r8,r9,r10,r11,r12,r13,r14,r15,r16,r17,r18,r19,
r20,r21,r22,r23,r24,r25,r26,r27,r28,r29,r30,r31
);
parameter DATA_WIDTH = 32; 
parameter OpCode_bits = 5;
output reg [DATA_WIDTH-1:0]O;
input [OpCode_bits-1:0]Op;
input[DATA_WIDTH-1:0]r0,r1,r2,r3,r4,r5,r6,r7,r8,r9,r10,r11,r12,r13,r14,r15,r16,r17,r18,r19,r20,r21,r22,r23,r24,r25,r26,r27,r28,r29,r30,r31;
always @ (Op)			
    case(Op)
    5'd0: O = r0;
    5'd1: O = r1;
    5'd2: O = r2;
    5'd3: O = r3;
    5'd4: O = r4;
    5'd5: O = r5;
    5'd6: O = r6;
    5'd7: O = r7;
    5'd8: O = r8;
    5'd9: O = r9;
    5'd10:O = r10;
    5'd11:O = r11;
    5'd12:O = r12;
    5'd13:O = r13;
    5'd14:O = r14;
    5'd15:O = r15;
    5'd16:O = r16;
    5'd17:O = r17;
    5'd18:O = r18;
    5'd19:O = r19;
    5'd20:O = r20;
    5'd21:O = r21;
    5'd22:O = r22;
    5'd23:O = r23;
    5'd24:O = r24;
    5'd25:O = r25;
    5'd26:O = r26;
    5'd27:O = r27;
    5'd28:O = r28;
    5'd29:O = r29;
    5'd30:O = r30; 
    5'd31:O = r31; 
   endcase
endmodule
File: flow/run.sh
#!/bin/bash
# OpenROAD 26Q1-2900-gdf79404cd8, Yosys 0.63+post, stock flow scripts
make -C /OpenROAD-flow-scripts/flow DESIGN_CONFIG=/design/flow/config.mk WORK_HOME=/design/flow/orfs finish
File: flow/config.mk
export PLATFORM = sky130hd
export DESIGN_NAME = PortMux
export DESIGN_NICKNAME = PortMux
export VERILOG_FILES = /design/flow/design.v
export SDC_FILE = /design/flow/constraint.sdc
export NUM_CORES = 4
export LEC_CHECK = 1
export CORE_AREA = 10 10 408 408
export DIE_AREA = 0 0 418 418
File: flow/constraint.sdc
current_design PortMux

set clk_period 19.3
set clk_io_pct 0.2

create_clock -name clk0 -period $clk_period

set non_clock_inputs [all_inputs -no_clocks]
set_input_delay [expr $clk_period * $clk_io_pct] -clock clk0 $non_clock_inputs
set_output_delay [expr $clk_period * $clk_io_pct] -clock clk0 [all_outputs]
==> results.txt <==
Results of the full flow below.

Placement:
- After legalization and detailed placement, the total HPWL measured 174000 um.
- STA on the placed design reports a worst setup slack of 6.51 ns.
- The run gives the post-placement cell area as ~0.021 mm2.
- The run puts the total of buffers placed on input and output ports at roughly 1.1k.
- The run puts the final weighted congestion of routability-driven global placement at 1.02.

Cells and area:
- The run puts the fraction of layout instances using a drive strength above 1 at 0.0448.
- The run puts the final design area excluding fillers at 0.0211 mm2.
- The design has 0 sequential cells.
- The filler cells instantiated in the layout total 18.2k.
- The run puts the area growth from synthesis to layout at 166%.
- The layout has 0 clock buffers.
- The run gives the total area of sequential cells as 0 um2.

Critical path:
- The run gives the data arrival time of the critical path as about 9 ns.
- The run gives the slowest library cell on the worst path as sky130_fd_sc_hd__buf_4.
- The critical path is of the in2out type.
- The run puts the stage delay of the slowest cell on the critical path at slightly above 0.7 ns.
- The run gives the number of buffers and inverters on the critical path as 6.
- In this design, the critical path's most frequently occurring cell is sky130_fd_sc_hd__buf_4.
- STA classifies the critical path endpoint as an output port.
- On the critical path the largest part of the delay comes from buffers and inverters.
- The report lists the cells along the critical path as clkdlybuf4s50_1 -> nor2b_4 -> buf_4 -> buf_4 -> buf_4 -> buf_4 -> nand3_1 -> nand4_1 -> or4_1 -> o32a_1 -> clkdlybuf4s50_1.
- The run gives the startpoint kind of the worst setup timing path as an input pin.
- The run gives the data required time at the worst endpoint as approximately 15 ns.
- The run gives the maximum fanout along the worst path as 70.

Power:
- The run gives the combinational group share of total power as 1.000.
- The run puts the switching power summed over all nets at 203 uW.
- The run gives the leakage power as 0.00702 uW.
- The run puts the power density relative to cell area at around 21 mW/mm2.
- The run puts the maximum vdd drop at 7.56 uV.
- The run gives the internal power as roughly 240 uW.
- The run gives the share of power burned in registers as 0.
- The run gives the total power of the final layout as 448 uW.
- The run puts the proportion of total power due to net switching at 0.454.
- The power report attributes to the clock group a share of 0.

Floorplanning:
- The run gives the placeable core region as around 0.16 mm2.
- From bottom edge to top edge, the die measures 418 um.
- The run gives the die boundary width as between 400 and 500 um.
- The run puts the number of placed I/O pins at between 1k and 1.5k.
- According to the floorplan log, the row count is 146.
- The die covers 0.175 mm2.
- The run puts the floorplan-stage core utilization at 0.0504.

Job:
- The tool warning count for the run is 32.
- Max-cap violations in this run came to 0.

Clock network:
- Per the repair_timing log after CTS, setup buffers inserted total 0.
- After clock tree synthesis, the flow added hold-fix buffers numbering 0.
- The run gives the total of cells resized after clock tree synthesis as 0.

Final timing:
- The run puts the worst hold slack at 8.67 ns.
- The worst pin sits at a relative slew slack of 0.193.
- The run gives the max-slew violation count as 0.
- The run gives the highest clock frequency the design can meet as 78.4 MHz.
- Setup repair after global routing left no endpoint under its margin.
- Across all setup checks in the final design, the least slack found is between 6 and 7 ns.
- The run gives the setup violation total in the final timing report as 0.
- The run gives the number of endpoints with negative hold slack in the final report as 0.
- The run puts the accumulated negative setup slack at 0 ns.
- The run gives the clock period minus worst slack as between 10 and 15 ns.
- Looking at the max-slew report, the worst-margin pin has a slew of between 1 and 1.5 ns.
- The run gives the share of the cycle needed by the critical path after routing as 0.661.

GRT:
- The run puts the number of antenna violations at the first check in global routing at 271.
- The run gives the total global-route track usage as 0.214.
- The run gives the final global-route overflow total as 0.
- The run puts the via count of the first global-routing pass at 18.3k.
- The run gives the pin count of the biggest net entering global routing as 88.
- The run puts the wire length of the first global-routing pass at 235000 um.

Routing:
- The run puts the first-pass iteration count of the detailed router at 6.
- Summing over every cut layer, the via total after detailed routing is roughly 19k.
- The run puts the per-cell routed wire length at 43.8 um.
- The run puts the initial detailed-routing violation count at 2065.
- The run gives the detail-routed via count per cell as 4.22.
- The run puts the wire length reported by the detailed router at a little under 200000 um.
- The run puts the final antenna-violating net count at 0.
- The run gives the post-route DRC violation count as 0.

Logic synthesis:
- In the synthesized netlist, the number of instances is 1354.
- The run puts the chip area in the Yosys report at 0.00796 mm2.
- The run gives the most used standard cell by instance count after synthesis as sky130_fd_sc_hd__nand3_1.
- The run gives the total of warnings raised by yosys as 1.
- Yosys reports that the most numerous cell types are 535 x sky130_fd_sc_hd__nand3_1, 153 x sky130_fd_sc_hd__nand4_1, 125 x sky130_fd_sc_hd__clkbuf_1.
- The main area contributors are sky130_fd_sc_hd__nand3_1 34%, sky130_fd_sc_hd__nand4_1 12%, sky130_fd_sc_hd__and3_1 9.6%, sky130_fd_sc_hd__a22oi_1 7.8%, sky130_fd_sc_hd__a32oi_1 7.7%.
- The synthesized netlist was found by Yosys to have between 1k and 1.5k cells.
- The run gives the sequential element share of the synthesized area as 0.
- The area fraction of the largest cell type after synthesis is 0.336.
- The run puts the average cell area after synthesis at slightly below 6 um2.
- The run puts the post-synth design cell area at 0.00796 mm2.
- Per the synthesis report, the dominant area consumer among library cells is sky130_fd_sc_hd__nand3_1.
- The run gives the count of different cell masters after synthesis as 36.

Hold path:
- The run gives the worst hold path class as in2out.

Run status:
- The run finished with clean final reports.
per-layer routing:
metal  track usage  wire length, um  vias up
met5             0             1130        -
met4         0.114            10900      178
met3        0.0951            21700      542
met2         0.350            94100     1526
met1         0.230            67200     9030
li1              -                -     7546
placed cells by master, fill, tap and decap left out, types with 3 or more instances in the layout:
cell type                         Yosys  final
sky130_fd_sc_hd__and2_2               0      9
sky130_fd_sc_hd__o21ai_0             27     22
sky130_fd_sc_hd__a2111oi_1            0      3
sky130_fd_sc_hd__diode_2              0    104
sky130_fd_sc_hd__and3b_4              0      3
sky130_fd_sc_hd__and3_1             122    121
sky130_fd_sc_hd__o32a_1              31     31
sky130_fd_sc_hd__a32o_1               4      4
sky130_fd_sc_hd__o21ai_1              0      5
sky130_fd_sc_hd__a22oi_1             83     83
sky130_fd_sc_hd__buf_4                2     64
sky130_fd_sc_hd__or4_1               32     32
sky130_fd_sc_hd__nor2_1               6      4
sky130_fd_sc_hd__mux2_2              12     12
sky130_fd_sc_hd__nand3_1            535    535
sky130_fd_sc_hd__a32oi_1             70     70
sky130_fd_sc_hd__o211ai_1             4      4
sky130_fd_sc_hd__nand4_1            153    153
sky130_fd_sc_hd__clkdlybuf4s50_1      0   1059
sky130_fd_sc_hd__a21oi_1              5      5
sky130_fd_sc_hd__a2111oi_0           32     29
metrics by stage:
step,cells,util
after floorplan,1354,-
after CTS,4351,0.132
after global routing,4423,0.133
final,4455,0.134
after global placement,4351,0.132
after detailed placement,4351,0.132
power groups by stage:
stage / combinational [uW] / clock [uW] / sequential (uW)
5_1_grt: 463 / 0.000572 / 0
6_report: 448 / 0.000758 / 0
4_1_cts: 451 / 0 / 0
area by class of cell:
cell class	count	area, um2	share of cell area
Tap cell	2072	2590	0.123
Timing Repair Buffer	1126	11100	0.526
Multi-Input combinational cell	1152	7170	0.339
Inverter	1	3.75	0.000178
Antenna cell	104	260	0.0123
worst paths after layout:
kind   from  endpoint  slack [ns]  depth (start not counted)
min   r0[6]      O[6]        8.67                          3
max   Op[3]     O[23]        6.54                         11
logic make-up (layout without fill, tap and decap cells):
kind of cell	after synthesis	after routing	share of synthesized area
multiplexers	12	12	0.0170
buffers and inverters	202	1127	0.109
AND-OR/OR-AND	260	260	0.262
AND/OR/NAND/NOR	880	880	0.612
other	0	104	0
Power and IR drop assume default switching activity.
