File: /design/flow/config.mk
export PLATFORM = sky130hd
export DESIGN_NAME = BinaryDecoder
export DESIGN_NICKNAME = BinaryDecoder
export VERILOG_FILES = /design/flow/design.v
export SDC_FILE = /design/flow/constraint.sdc
export NUM_CORES = 4
export LEC_CHECK = 1
export CORE_AREA = 10 10 70 70
export DIE_AREA = 0 0 80 80
File: /design/flow/constraint.sdc
current_design BinaryDecoder

set clk_period 1.4
set clk_io_pct 0.2

create_clock -name clk0 -period $clk_period

set non_clock_inputs [all_inputs -no_clocks]
set_input_delay [expr $clk_period * $clk_io_pct] -clock clk0 $non_clock_inputs
set_output_delay [expr $clk_period * $clk_io_pct] -clock clk0 [all_outputs]
File: /design/flow/design.v
module BinaryDecoder (E,Ld,C);
  parameter DATA_WIDTH = 32; 
  parameter OpCode_bits = 5; 	 
  output reg [DATA_WIDTH-1:0]E;	 
  input[OpCode_bits-1:0]C;	 
  input Ld;
  always @ (Ld)			 
    case(C)
    5'd0: E = 32'b0000_0000_0000_0000_0000_0000_0000_0001;
    5'd1: E = 32'b0000_0000_0000_0000_0000_0000_0000_0010;
    5'd2: E = 32'b0000_0000_0000_0000_0000_0000_0000_0100;
    5'd3: E = 32'b0000_0000_0000_0000_0000_0000_0000_1000;
    5'd4: E = 32'b0000_0000_0000_0000_0000_0000_0001_0000;
    5'd5: E = 32'b0000_0000_0000_0000_0000_0000_0010_0000;
    5'd6: E = 32'b0000_0000_0000_0000_0000_0000_0100_0000;
    5'd7: E = 32'b0000_0000_0000_0000_0000_0000_1000_0000;
    5'd8: E = 32'b0000_0000_0000_0000_0000_0001_0000_0000;
    5'd9: E = 32'b0000_0000_0000_0000_0000_0010_0000_0000;
    5'd10:E = 32'b0000_0000_0000_0000_0000_0100_0000_0000;
    5'd11:E = 32'b0000_0000_0000_0000_0000_1000_0000_0000;
    5'd12:E = 32'b0000_0000_0000_0000_0001_0000_0000_0000;
    5'd13:E = 32'b0000_0000_0000_0000_0010_0000_0000_0000;
    5'd14:E = 32'b0000_0000_0000_0000_0100_0000_0000_0000;
    5'd15:E = 32'b0000_0000_0000_0000_1000_0000_0000_0000;
    5'd16:E = 32'b0000_0000_0000_0001_0000_0000_0000_0000;
    5'd17:E = 32'b0000_0000_0000_0010_0000_0000_0000_0000;
    5'd18:E = 32'b0000_0000_0000_0100_0000_0000_0000_0000;
    5'd19:E = 32'b0000_0000_0000_1000_0000_0000_0000_0000;
    5'd20:E = 32'b0000_0000_0001_0000_0000_0000_0000_0000;
    5'd21:E = 32'b0000_0000_0010_0000_0000_0000_0000_0000;
    5'd22:E = 32'b0000_0000_0100_0000_0000_0000_0000_0000;
    5'd23:E = 32'b0000_0000_1000_0000_0000_0000_0000_0000;
    5'd24:E = 32'b0000_0001_0000_0000_0000_0000_0000_0000;
    5'd25:E = 32'b0000_0010_0000_0000_0000_0000_0000_0000;
    5'd26:E = 32'b0000_0100_0000_0000_0000_0000_0000_0000;
    5'd27:E = 32'b0000_1000_0000_0000_0000_0000_0000_0000;
    5'd28:E = 32'b0001_0000_0000_0000_0000_0000_0000_0000;
    5'd29:E = 32'b0010_0000_0000_0000_0000_0000_0000_0000; 
    5'd30:E = 32'b0100_0000_0000_0000_0000_0000_0000_0000; 
    5'd31:E = 32'b1000_0000_0000_0000_0000_0000_0000_0000; 
   endcase
endmodule
File: /design/flow/run.sh
#!/bin/bash
# OpenROAD 26Q1-2900-gdf79404cd8, Yosys 0.63+post, stock flow scripts
make -C /OpenROAD-flow-scripts/flow DESIGN_CONFIG=/design/flow/config.mk WORK_HOME=/design/flow/orfs finish
==> reports/highlights.md <==
- 1.12 ns — worst endpoint required time
- 0 — part of the power in the clock network
- 3416 µm² — Core Footprint
- 12.83 µm — Wirelength per Cell
- 1.11 ns — arrival time reported for the critical path endpoint
- 1.389 ns — min Tclk post-route
- 0 µm² — area of all sequential standard cells
- 0 — Seq Cell Count
- 101.7 µW — internal power summed over all cells
- 0.9248 ns — worst hold slack
- 6 — DRT iter0 DRCs
- 318.5% — Syn-to-layout area delta
- 0 — total count of max-transition violations in the final report
- 38 — I/O pin count
- 2.918 mm — first-pass GRT wire length
- yes — RSZ-0062 raised after global routing
- 0 — Inserted Diodes
- 80 µm — width of the chip
- 1 — Yosys Warn Count
- 0 — hold violation total from the final report
- 0 — number of routed nets with antenna violations
- 0.8846 — tightest slew margin relative to the limit
- 0.7437 — Final Wtd Congestion
- 35 — number of OpenROAD warnings
- 0.9918 — share of the clock period used by the worst path after layout
- 0 — fraction of power consumed by sequential logic
- 1.310 mm — DP HPWL
- 0.03488 mV — VDD IR-drop max
- 0 — share of synthesized area occupied by flip-flops and latches
- 0 — total of max-cap violations
- 0.4431 nW — leakage power
- 0.06337 — effective utilization at floorplan
- 21 — Placement Rows
- 10 — number of distinct library cells after synthesis
- 0 — final count of negative-setup-slack endpoints
- 4.605 µm² — post-synthesis average cell area
- 0.7048 — ratio of cells with drive above 1 in the final layout
- 533 — via count of the routed design
- 0 — initial antenna violation count
- 524 — via count of the first global-routing pass
- 0 — Hold Buf Count CTS
- 4 — Detailed Routing Iterations Pass 1
- input pin to output pin — category of the most critical setup path
- 3.530 — DR vias/cell
- 0.1729 ns — actual slew at the worst max-slew pin
- 7 — largest fanout on the critical path
- 74.97 µW — net switching power
- 0.2652 — Final Core Density
- 0 — global route total overflow
- 1.000 — Gate power share
- 47 — synthesized instance count
- 37 — Port Buffer Count
- 720.2 MHz — Fmax achieved
- 47 — cells in synth_stat.txt
- 0.05588 — GRT Total Usage
- 0 — clock buffer instance count of the final layout
- 9 — largest net degree at the start of global routing
- 0.4243 — switching fraction of total power
- output pin — Crit. End Element
- 6400 µm² — Die ar.
- 80 µm — vertical die size
- 216.5 µm² — total cell area reported by yosys after synthesis
- input pin to output pin — type of the most critical hold path
- finished, final reports clean — result of the run
- 0 — detailed-route DRC error count
- 1.937 mm — Final Routed Wirelength
- 216.5 µm² — area of the mapped netlist
- input pin — critical path startpoint category
- 195.1 nW/µm² — Pwr per Cell Area
## Yosys cell counts, drive strengths merged
cell type,count,share of area
nand2,1,0.017
or3b,3,0.13
nand2b,2,0.058
or2,1,0.029
nor2,32,0.55
or3,1,0.029
clkbuf,3,0.052
nand3b,3,0.10
nand3,1,0.023
## worst max-delay path, stage by stage
cell	delay [ns]
sky130_fd_sc_hd__buf_12	0.11
sky130_fd_sc_hd__or3b_4	0.41
sky130_fd_sc_hd__buf_6	0.14
sky130_fd_sc_hd__nor2_4	0.08
sky130_fd_sc_hd__buf_2	0.09
## logic make-up (layout without fill, tap and decap cells)
kind of cell           count (synthesis)  count (layout)  share of synthesized area
AND/OR/NAND/NOR                       44              44                     0.9480
buffers and inverters                  3              61                    0.05202
## layout make-up
type / instances / area [µm²]
Fill cell: 364 / 2510
Multi-Input combinational cell: 44 / 330.3
Tap cell: 46 / 57.56
Timing Repair Buffer: 61 / 518.0
## cell usage in the layout (no fill, tap or decap)
cell / n
sky130_fd_sc_hd__dlygate4sd2_1: 11
sky130_fd_sc_hd__buf_12: 2
sky130_fd_sc_hd__buf_4: 14
sky130_fd_sc_hd__or3b_4: 3
sky130_fd_sc_hd__clkbuf_2: 2
sky130_fd_sc_hd__buf_2: 14
sky130_fd_sc_hd__clkdlybuf4s15_1: 4
sky130_fd_sc_hd__or2_4: 1
sky130_fd_sc_hd__nand2_4: 1
sky130_fd_sc_hd__nand3_2: 1
sky130_fd_sc_hd__nor2_1: 12
sky130_fd_sc_hd__nand3b_1: 3
sky130_fd_sc_hd__nor2_2: 13
sky130_fd_sc_hd__nand2b_4: 2
sky130_fd_sc_hd__clkdlybuf4s50_1: 1
sky130_fd_sc_hd__or3_4: 1
sky130_fd_sc_hd__buf_6: 13
sky130_fd_sc_hd__nor2_4: 7
## power groups by stage
stage	logic, mW	registers, mW	clock network (mW)
final	0.177	0	0
after CTS	0.160	0	0
after global routing	0.191	0	0
## final timing paths
check / to / depth (start not counted) / slack, ns / start
worst max-delay path: E[2] / 5 / 0.01 / C[4]
worst min-delay path: E[4] / 4 / 0.92 / C[4]
## per-stage QoR
step	setup TNS, ns	area [µm²]	worst slack, ns	instances	power, mW
after CTS	-0.09368	844.6	-0.09033	150	0.1602
after floorplan	0	216.5	0.3341	47	0.03185
after global placement	-21.96	655.6	-0.7714	130	0.09933
final	0	905.9	0.01148	151	0.1767
after detailed placement	-22.14	655.6	-0.7955	130	0.09877
after global routing	-0.1511	905.9	-0.03475	151	0.1912
## repair_timing
item,in CTS,in global routing
buffers inserted,20,2
endpoints found under the hold margin,0,0
pin swaps,33,15
resized,129,21
endpoints found under the setup margin,32,21
## routing by layer
layer,GRT usage,wire length (µm),share of wire,up-vias
met1,0.07185,866,0.45,244
met3,0.01818,225,0.12,0
met5,0,0,0,-
met4,0,0,0,0
li1,-,-,-,264
met2,0.09390,845,0.44,25
No activity file was given, so power comes from the tool's default toggle rates.
